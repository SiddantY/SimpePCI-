==> flow/design.v <==
module PCI(CLK, RSTn, FRAMEn, AD, CBE, IRDYn, TRDYn, DEVSELn, LED);
input CLK, RSTn, FRAMEn, IRDYn;
input [31:0] AD;
input [3:0] CBE;
inout TRDYn, DEVSELn;
output LED;
parameter IO_address = 32'h00000200;    
parameter CBECD_IOWrite = 4'b0011;
reg Transaction;
wire TransactionStart = ~Transaction & ~FRAMEn;
wire TransactionEnd = Transaction & FRAMEn & IRDYn;
wire Targeted = TransactionStart & (AD==IO_address) & (CBE==CBECD_IOWrite);
wire LastDataTransfer = FRAMEn & ~IRDYn & ~TRDYn;
always @(posedge CLK or negedge RSTn)
if(~RSTn) Transaction <= 0;
else
case(Transaction)
  1'b0: Transaction <= TransactionStart;
  1'b1: Transaction <= ~TransactionEnd;
endcase
reg DevSelOE;
always @(posedge CLK or negedge RSTn)
if(~RSTn) DevSelOE <= 0;
else
case(Transaction)
  1'b0: DevSelOE <= Targeted;
  1'b1: if(TransactionEnd) DevSelOE <= 1'b0;
endcase
reg DevSel;
always @(posedge CLK or negedge RSTn)
if(~RSTn) DevSel <= 0;
else
case(Transaction)
  1'b0: DevSel <= Targeted;
  1'b1: DevSel <= DevSel & ~LastDataTransfer;
endcase
assign DEVSELn = DevSelOE ? ~DevSel : 1'bZ;
assign TRDYn = DevSelOE ? ~DevSel : 1'bZ;
wire DataTransfer = DevSel & ~IRDYn & ~TRDYn;
reg LED; always @(posedge CLK) if(DataTransfer) LED <= AD[0];
endmodule
==> flow/run.sh <==
#!/bin/bash
# OpenROAD 26Q1-2900-gdf79404cd8, Yosys 0.63+post, stock flow scripts
make -C /OpenROAD-flow-scripts/flow DESIGN_CONFIG=/design/flow/config.mk WORK_HOME=/design/flow/orfs finish
==> flow/config.mk <==
export PLATFORM = sky130hd
export DESIGN_NAME = PCI
export DESIGN_NICKNAME = PCI
export VERILOG_FILES = /design/flow/design.v
export SDC_FILE = /design/flow/constraint.sdc
export NUM_CORES = 4
export LEC_CHECK = 1
export CORE_AREA = 10 10 70 70
export DIE_AREA = 0 0 80 80
==> flow/constraint.sdc <==
current_design PCI

set clk_period 1.1
set clk_io_pct 0.2

create_clock -name clk0 -period $clk_period [get_ports {CLK}]

set non_clock_inputs [all_inputs -no_clocks]
set_input_delay [expr $clk_period * $clk_io_pct] -clock clk0 $non_clock_inputs
set_output_delay [expr $clk_period * $clk_io_pct] -clock clk0 [all_outputs]
==> results_slide.txt <==
Physical Implementation Snapshot

Run status
  – Outcome: did not finish
  – Last flow stage reached: 4_1_cts
  – Error message: [error] [KeplerFormal.cpp:679] Workflow failed: Iso has multiple drivers: .DEVSELn0, _36_.Y0

Synth
  – Seq share, synth: between 30% and 40%
  – Fraction of the mapped netlist area in simple logic gates: 46.5%
  – Flop and latch count out of synthesis: 3
  – Yosys chip area: approximately 230 um2
  – Post-synthesis xor/xnor area fraction: 0%
  – Total of warnings raised by yosys: 3
  – Post-synthesis cell count: 24
  – Yosys cell count: 24
  – Fraction of synthesized area in multiplexers: 0%
  – Combinational family with the most area after synthesis: simple AND/OR/NAND/NOR gates
  – Yosys aoi share: 10.8%
  – Avg Cell Area, Syn: between 9 and 10 um2
  – Adders+Majority by Area: 0%
  – Synthesized area: 231 um2
  – Distinct cell type count after synthesis: 14

Placement
  – Tally of buffers added on design ports: approximately 40
  – Setup slack at placement: -0.339 ns
  – Routability cong.: around 0.65
  – Placed instance count: 110

CTS
  – Total CTS buffers: 3
  – CTS Hold Bufs: 0
  – Postcts setup bufs: 0
  – Total number of clock tree sinks: 3
  – Quantity of gates resized following cts: 16
  – H-tree depth reported by CTS: 1
  – Maximum number of buffers from clock root to sink: 2
  – Root buffer cell: clkbuf_4

Floorplan
  – Overall die height: about 80 um
  – Number of standard-cell rows in the floorplan: 21
  – Starting density of the core: approximately 6.8%
  – DIE WIDTH: approximately 80 um
  – Number of primary I/O pins: 43
==> Yosys cell counts (all sizes together) <==
cell | count | share of area [%]
edfxtp | 1 | 13
nor4 | 7 | 27
dfrtp | 2 | 22
and4bb | 1 | 5.4
o211ai | 1 | 3.2
nor4b | 1 | 3.8
buf | 1 | 3.2
nor2 | 2 | 3.2
o21ai | 1 | 2.2
inv | 3 | 4.9
nand4 | 2 | 5.4
o31ai | 1 | 5.4
nand2 | 1 | 1.6
==> cells by family after synthesis <==
family / after synthesis
AOI/OAI and AO/OA: 3
buffers and inverters: 4
DFF: 3
and+or+nand+nor: 14
==> metrics by stage <==
stage               util (%)  setup TNS [ns]  power [W]  cell area [um2]
detailed placement      20.2          -0.347   0.000295              689
global placement        20.2          -0.335   0.000292              689
floorplan                  -               0   0.000134              231
No activity file was given, so power comes from the tool's default toggle rates.
