==> design/flow/config.mk <==
export PLATFORM = sky130hd
export DESIGN_NAME = PCI_RAM
export DESIGN_NICKNAME = PCI_RAM
export VERILOG_FILES = /design/flow/design.v
export SDC_FILE = /design/flow/constraint.sdc
export NUM_CORES = 4
export LEC_CHECK = 1
export CORE_UTILIZATION = 30
==> design/flow/design.v <==
module PCI_RAM( PCI_CLK, PCI_RSTn, PCI_FRAMEn, PCI_AD, PCI_CBE, PCI_IRDYn, PCI_TRDYn, PCI_DEVSELn );
input PCI_CLK, PCI_RSTn, PCI_FRAMEn, PCI_IRDYn;
inout [31:0] PCI_AD;
input [3:0] PCI_CBE;
output PCI_TRDYn, PCI_DEVSELn;
parameter IO_address = 32'h00000200;    
parameter PCI_CBECD_IORead = 4'b0010;
parameter PCI_CBECD_IOWrite = 4'b0011;
reg PCI_Transaction;
wire PCI_TransactionStart = ~PCI_Transaction & ~PCI_FRAMEn;
wire PCI_TransactionEnd = PCI_Transaction & PCI_FRAMEn & PCI_IRDYn;
always @(posedge PCI_CLK or negedge PCI_RSTn)
if(~PCI_RSTn) PCI_Transaction <= 0;
else
case(PCI_Transaction)
  1'b0: PCI_Transaction <= PCI_TransactionStart;
  1'b1: PCI_Transaction <= ~PCI_TransactionEnd;
endcase
wire PCI_Targeted = PCI_TransactionStart & (PCI_AD[31:6]==(IO_address>>6)) & (PCI_AD[1:0]==0) & ((PCI_CBE==PCI_CBECD_IORead) | (PCI_CBE==PCI_CBECD_IOWrite));
reg [3:0] PCI_TransactionAddr;
always @(posedge PCI_CLK) if(PCI_TransactionStart) PCI_TransactionAddr <= PCI_AD[5:2];
wire PCI_LastDataTransfer = PCI_FRAMEn & ~PCI_IRDYn & ~PCI_TRDYn;
reg PCI_Transaction_Read_nWrite;
always @(posedge PCI_CLK or negedge PCI_RSTn)
if(~PCI_RSTn) PCI_Transaction_Read_nWrite <= 0;
else
if(~PCI_Transaction & PCI_Targeted) PCI_Transaction_Read_nWrite <= ~PCI_CBE[0];
reg PCI_DevSelOE;
always @(posedge PCI_CLK or negedge PCI_RSTn)
if(~PCI_RSTn) PCI_DevSelOE <= 0;
else
case(PCI_Transaction)
  1'b0: PCI_DevSelOE <= PCI_Targeted;
  1'b1: if(PCI_TransactionEnd) PCI_DevSelOE <= 1'b0;
endcase
reg PCI_DevSel;
always @(posedge PCI_CLK or negedge PCI_RSTn)
if(~PCI_RSTn) PCI_DevSel <= 0;
else
case(PCI_Transaction)
  1'b0: PCI_DevSel <= PCI_Targeted;
  1'b1: PCI_DevSel <= PCI_DevSel & ~PCI_LastDataTransfer;
endcase
reg PCI_TargetReady;
always @(posedge PCI_CLK or negedge PCI_RSTn)
if(~PCI_RSTn) PCI_TargetReady <= 0;
else
case(PCI_Transaction)
  1'b0: PCI_TargetReady <= PCI_Targeted & PCI_CBE[0];  
  1'b1: PCI_TargetReady <= PCI_DevSel & ~PCI_LastDataTransfer;
endcase
assign PCI_DEVSELn = PCI_DevSelOE ? ~PCI_DevSel : 1'bZ;
assign PCI_TRDYn = PCI_DevSelOE ? ~PCI_TargetReady : 1'bZ;
wire PCI_DataTransferWrite = PCI_DevSel & ~PCI_Transaction_Read_nWrite & ~PCI_IRDYn & ~PCI_TRDYn;
reg [31:0] RAM [15:0];
always @(posedge PCI_CLK) if(PCI_DataTransferWrite) RAM[PCI_TransactionAddr] <= PCI_AD;
reg PCI_AD_OE;
always @(posedge PCI_CLK or negedge PCI_RSTn)
if(~PCI_RSTn) PCI_AD_OE <= 0;
else
  PCI_AD_OE <= PCI_DevSel & PCI_Transaction_Read_nWrite & ~PCI_LastDataTransfer;
assign PCI_AD = PCI_AD_OE ? RAM[PCI_TransactionAddr] : 32'hZZZZZZZZ;
endmodule
==> design/flow/constraint.sdc <==
current_design PCI_RAM

set clk_period 12.4
set clk_io_pct 0.2

create_clock -name clk0 -period $clk_period [get_ports {PCI_CLK}]

set non_clock_inputs [all_inputs -no_clocks]
set_input_delay [expr $clk_period * $clk_io_pct] -clock clk0 $non_clock_inputs
set_output_delay [expr $clk_period * $clk_io_pct] -clock clk0 [all_outputs]
==> design/flow/run.sh <==
#!/bin/bash
# OpenROAD 26Q1-2900-gdf79404cd8, Yosys 0.63+post, stock flow scripts
make -C /OpenROAD-flow-scripts/flow DESIGN_CONFIG=/design/flow/config.mk WORK_HOME=/design/flow/orfs finish
==> results.py <==
# Generated from Yosys and OpenROAD reports
metrics = {
    "outcome": {
        "status": "aborted with a tool error",
        "stop_stage": "clock tree synthesis (4_1_cts)",
        "firstError": "[error] [KeplerFormal.cpp:679] Workflow failed: Iso has multiple drivers: .PCI_AD11, _459_.Y0",
    },
    "synthesis": {
        "syn_area_per_cell_um2": 24.1,
        "edf_count": 516,
        "synthTopCellsByCount": "edfxtp_1 (516), mux4_2 (144), nor2_1 (23)",
        "synth_warnings": 4,
        "yosysChipArea_um2": 19800,
        "ys_seq_share_pct": 79.1,
        "synthArstFlopShare_pct": 0.763,
        "syn_area_um2": 19800,
        "ff_type": "edfxtp_1",
        "top_cell_area_share_pct": 78.2,
        "ys.flops": 524,
        "synthCells": 823,
        "top_cells_by_area": "edfxtp_1 (78%), mux4_2 (16%), mux2i_1 (0.61%), dfrtp_1 (0.50%), a22oi_1 (0.45%)",
        "yosys.cell_count.top_type": "edfxtp_1",
        "ys_cells": 823,
        "synth.distinct_cells": 36,
        "synth_top_cell_by_area": "edfxtp_1",
    },
    "clock_network": {
        "cts.sinks": 524,
        "cts-htree-levels": 2,
        "cts_resized": 0,
        "cts_made_buffers": 51,
        "post_cts_buffers": 0,
        "hold_buffers": 0,
        "clockBufferDepth": 3,
        "clockRootBuffer": "clkbuf_16",
    },
    "die": {
        "pin_count": 42,
        "std_cell_rows": 93,
        "die_w_um": 259,
        "fp_util_pct": 30.6,
        "die_h_um": 259,
    },
    "placed_design": {
        "port_buffers": 9,
        "place.gp.congestion": 0.787,
        "placed_cell_area_um2": 21200,
        "hpwlAfterDp_um": 22100,
    },
}
==> through the flow <==
stage	worst slack, ps	std cells
floorplan	6340	823
global placement	6510	1684
detailed placement	6390	1684
==> cells by family after synthesis <==
family / Yosys count / synth area share (%)
mux: 161 / 17.3
flops: 524 / 79.1
buf+inv: 43 / 1.03
compound gates: 30 / 1.05
simple gates: 65 / 1.60
